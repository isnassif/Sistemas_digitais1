$ cat /design/flow/run.sh
#!/bin/bash
# OpenROAD 26Q1-2900-gdf79404cd8, Yosys 0.63+post, stock flow scripts
make -C /OpenROAD-flow-scripts/flow DESIGN_CONFIG=/design/flow/config.mk WORK_HOME=/design/flow/orfs finish
$ cat /design/flow/config.mk
export PLATFORM = sky130hd
export DESIGN_NAME = rep_pixel
export DESIGN_NICKNAME = rep_pixel
export VERILOG_FILES = /design/flow/design.v
export SDC_FILE = /design/flow/constraint.sdc
export NUM_CORES = 4
export LEC_CHECK = 1
export CORE_UTILIZATION = 50
$ cat /design/flow/constraint.sdc
current_design rep_pixel

set clk_period 11.0
set clk_io_pct 0.2

create_clock -name clk0 -period $clk_period [get_ports {clk}]

set non_clock_inputs [all_inputs -no_clocks]
set_input_delay [expr $clk_period * $clk_io_pct] -clock clk0 $non_clock_inputs
set_output_delay [expr $clk_period * $clk_io_pct] -clock clk0 [all_outputs]
$ cat /design/flow/design.v
module rep_pixel(
    input clk,
    input reset,
	 input [2:0] fator,
    output reg [18:0] rom_addr,
    input [7:0] rom_data,
    output reg [18:0] ram_wraddr,
    output reg [7:0] ram_data,
    output reg ram_wren,
    output reg done
);
    parameter LARGURA = 160;
    parameter ALTURA = 120;
    wire [11:0] NEW_LARG = LARGURA * fator;
    wire [11:0] NEW_ALTURA = ALTURA * fator;
    reg [10:0] linha, coluna, di, dj;
    reg [7:0] rom_data_reg;
    always @(posedge clk or negedge reset) begin
        if (!reset) begin
            rom_addr <= 0;
            ram_wraddr <= 0;
            ram_data <= 0;
            ram_wren <= 0;
            done <= 0;
            linha <= 0;
            coluna <= 0;
            di <= 0;
            dj <= 0;
            rom_data_reg <= 0;
        end else begin
            rom_data_reg <= rom_data;
            if (!done) begin
                rom_addr <= linha * LARGURA + coluna;
                ram_wraddr <= (linha * fator + di) * NEW_LARG + (coluna * fator + dj);
                ram_data <= rom_data_reg;
                ram_wren <= 1;
                if (dj == fator - 1) begin
                    dj <= 0;
                    if (di == fator - 1) begin
                        di <= 0;
                        if (coluna == LARGURA - 1) begin
                            coluna <= 0;
                            if (linha == ALTURA - 1) begin
                                linha <= 0;
                                done <= 1;
                                ram_wren <= 0;
                            end else begin
                                linha <= linha + 1;
                            end
                        end else begin
                            coluna <= coluna + 1;
                        end
                    end else begin
                        di <= di + 1;
                    end
                end else begin
                    dj <= dj + 1;
                end
            end else begin
                ram_wren <= 0;
            end
        end
    end
endmodule
==> out/metrics.sh <==
SHARE_OF_FINAL_LAYOUT_STANDARD_CELLS_STRONGER_THAN_DRIVE_STRENGTH_1_PCT=6.02
ROUTED_VIA_DENSITY=5.27
CRITICAL_PATH_CLASS='in2reg'
MAX-CLOCK-PATH-BUFFERS=2
IOS=61
POST-ROUTE-DRC-COUNT=0
DRT-PASS1-ITER-COUNT=5
FINALPOWER_mW=0.971
TIMING.FMAX_MHz=98.4
CP_MAX_FO=12
REGTOREGSTARTPOINT='linha[2]'
POWER_LEAKAGE_nW=5.14
GRT_REMAINING_OVERFLOW=0
FINAL.PERIOD_UTILIZATION_PCT=92.4
STATUS='complete, no violations'
DRT-TOTAL-WL_MM=19.3
FILL_CELLS=1686
TIMING.CRITICAL_PATH.TO_TYPE='flop'
WORST_IR_DROP_ON_VDD_uV=77.7
REQUIRED_NS=11.24
NUMBER_OF_LOGGED_TOOL_WARNINGS=25
DP_HPWL_MM=15.2
DOMINANTREGCELLSYNTH='dfrtp_1'
POSTSYNTHAREAPERCELL_SQ_UM=9.36
POST_SYNTHESIS_CHIP_AREA_FROM_YOSYS_SQ_UM=9620
ASYNC_RESET_FF_SHARE_PCT=100
VIA_COUNT_OF_THE_FIRST_GLOBAL_ROUTING_PASS=6784
FINALSETUPVIOLATIONS=0
HOLD_START='rom_data_reg[0]'
SYNTH_TOP_CELL_BY_AREA='dfrtp_1'
SYNTHTOLAYOUTAREAGROWTH_PCT=12.0
RSZ0062_AT_GRT='no'
YOSYSWARNINGS=1
VIAS=6927
SYNTH.YOSYS.SEQ_AREA_SHARE_PCT=26.0
SYNTH_AREA_SQ_UM=9620
WORST-SLEW-PIN-TRANSITION_NS=0.702
CRITICAL-PATH-SLOWEST-CELL='clkdlybuf4s50_1'
DIE.SIZE.X_MICRONS=141
WORST_EP_ARRIVAL_TIME_NS=10.41
HOLD_VIOL_FINAL=0
CRIT_PATH_FREQUENT_CELL='fa_1'
FIN_WS_NS=0.836
PRECTSSETUPSLACK_NS=0.427
TIMING.CRITICAL_PATH.SLOWEST_CELL_DELAY_NS=0.72
MOSTFREQUENTLAYOUTCELL='inv_1'
PLACEMENTROWS=50
YS_CELLS=1027
MIN-DELAY-PATH-CLASS='reg2reg'
ANT_NETS=0
WORSTSETUPSTARTPOINT='fator[2]'
POST_CTS_RESIZE_COUNT=0
CHIP_FOOTPRINT_SQ_UM=19800
NUMBER_OF_ENABLE_FLIP_FLOP_CELLS=0
CORE_REGION_AREA_SQ_UM=18800
NUMPORTBUFFERS=60
ANTENNA_CELLS_INSERTED=0
TNS_NS=0
FINALCRITICALPERIOD_NS=10.16
CTS_SINKS=100
PATH_CLK_SLEW_NS=0.08
DRV_SLEW=0
DRV_CAP=0
POWER.DENSITY_CELL_AREA_nW_PER_UM2=90.2
GRT_MAX_DEGREE=71
TIMING.REG2REG.SETUP_SLACK_NS=2.85
FP-UTILIZATION_PCT=51.2
MAX_SLEW_MARGIN_PCT=53.2
SYNTH.DISTINCT_CELLS=59
POSTCTSSETUPBUFFERS=0
SYNTH-SEQ-CELLS=100
LAYOUT_TOP_CELLS_EXCL_FILL_TAP='inv_1 (124), nand2_1 (121), dfrtp_1 (99)'
CTS_TREE='yes'
YS_TOP_CELLS_BY_AREA='dfrtp_1 (26%), fa_1 (18%), ha_1 (12%)'
DR.FIRST_ITER.DRC_COUNT=231
GRT_USE_TOTAL_PCT=21.9
ANTENNA_FOUND_INITIAL=0
TIMING.CLOCK.SKEW_NS=0.0138
FIRST_PASS_GRT_WIRE_LENGTH_MM=33.2
SYN_INST=1027
CLOCKROOTBUFFER='clkbuf_16'
CTS.HTREE.LEVELS=3
TOP_CELL_AREA_SHARE_PCT=26.0
CTS.HOLD.BUFFERS_ADDED=0
ROUTEDWLPERCELL_MICRONS=14.7
CTS_MADE_BUFFERS=9
REPLACE_CONGESTION=0.832
DIE_H_MICRONS=141
CLK-INSERTION-DELAY-LATE_NS=0.35
REG_TOP3='ram_wraddr: 19 flops, rom_addr: 19 flops'
TIMING.CRITICAL_PATH.FROM_TYPE='input port'
==> final timing paths <==
check,cells past startpoint,endpoint
max,31,ram_wraddr[18]
min,1,ram_data[0]
max reg2reg,30,ram_wraddr[18]
min reg2reg,1,ram_data[0]
max in group asynchronous,2,done
min in group asynchronous,1,ram_data[3]
==> cells by family (layout without fill, tap and decap cells) <==
group                      after synthesis  after routing  share of synthesized area, %
buffers and inverters                  160            213                          6.30
and+or+nand+nor                        338            338                          17.8
DFF                                    100            100                          26.0
xor gates and xnor gates                82             82                          7.76
adders and majority gates              175            175                          29.4
AOI/OAI and AO/OA                      145            145                          9.56
muxes                                   27             27                          3.15
==> cell type report <==
type                    count  area (sq um)  area share (%)
multi-input cells         767          6510            60.4
inverters                 126           473            4.39
flip-flops and latches    100          2500            23.2
clock buffers               9           225            2.09
well taps                 234           293            2.72
clock inverters             7          88.8           0.825
repair buffers             71           681            6.32
==> worst max-delay path: cells and delay by family <==
family	cells	cell delay, ns
compound gates	5	1.05
mux	1	0.26
fa+ha+maj	10	4.23
buf+inv	5	0.90
simple gates	6	0.74
xor+xnor	4	0.99
==> synthesized netlist by cell type, types with 3 or more instances <==
cell type  count
and3_1        13
o31ai_1        7
nor3_1        15
mux2i_1        4
mux2_2        22
o21ai_0       51
nor2b_1       14
ha_1          90
dfrtp_1      100
nand4_1       19
o21a_1         6
o21ai_1        3
xnor2_1       50
nand2_1      121
nand2b_1      11
a21o_1        12
buf_2          4
a211oi_1       4
fa_1          85
or4_1          3
inv_1        124
or2_2          5
nand3_1       13
nand3b_1       3
a31oi_1        7
nor2_1        38
nor4_1         9
xor2_1        30
o31a_1         3
clkbuf_1      28
and2_1        66
a21oi_1       23
o21bai_1       7
==> per-layer routing <==
metal | share of wire, % | vias to the layer above | track usage (%)
li1 | - | 3489 | -
met1 | 51 | 3347 | 35.9
met2 | 46 | 83 | 34.6
met3 | 2.5 | 8 | 2.60
met4 | 0.64 | 0 | 1.26
met5 | 0 | - | 0
==> stage by stage <==
| step | std cells | utilization, % | cell area, sq um | hold WS, ns |
|---|---|---|---|---|
| 5_1_grt | 1314 | 57.4 | 10800 | 0.500 |
| 2_1_floorplan | 1027 | - | 9620 | 0.418 |
| 3_5_place_dp | 1298 | 55.7 | 10500 | 0.465 |
| 3_3_place_gp | 1298 | 55.7 | 10500 | 0.459 |
| 6_report | 1314 | 57.4 | 10800 | 0.480 |
| 4_1_cts | 1314 | 57.4 | 10800 | 0.484 |
==> power breakdown <==
group	internal (mW)	total (mW)	leakage, nW	switching (mW)
Sequential	0.387	0.397	1.24	0.00953
Clock	0.164	0.330	0.152	0.166
Combinational	0.123	0.245	3.74	0.121
Power and IR drop assume default switching activity.
