$ cat design/flow/design.v
module zoom_nn (
    input clk,
    input reset,
    input [2:0] fator,
    output reg [18:0] rom_addr,
    input [7:0] rom_data,
    output reg [18:0] ram_wraddr,
    output reg [7:0] ram_data,
    output reg ram_wren,
    output reg done
);
    parameter LARGURA = 160;
    parameter ALTURA  = 120;
    reg [11:0] NEW_LARG;
    reg [7:0] rom_data_reg;
    reg [10:0] linha, coluna, di, dj;
    always @(posedge clk or negedge reset) begin
        if (!reset) begin
            linha <= 0; coluna <= 0; di <= 0; dj <= 0;
            rom_addr <= 0; ram_wraddr <= 0;
            rom_data_reg <= 0; ram_data <= 0;
            ram_wren <= 0; done <= 0;
            NEW_LARG <= 0;
        end else begin
            rom_data_reg <= rom_data;
            if (NEW_LARG == 0)
                NEW_LARG <= LARGURA * fator;
            else if (!done) begin
                ram_wren <= 1;
                ram_data <= rom_data_reg;
                if (di == 0 && dj == 0)
                    rom_addr <= linha * LARGURA + coluna;
                ram_wraddr <= (linha * fator + di) * NEW_LARG + (coluna * fator + dj);
                if (dj == fator - 1) begin
                    dj <= 0;
                    if (di == fator - 1) begin
                        di <= 0;
                        if (coluna == LARGURA - 1) begin
                            coluna <= 0;
                            if (linha == ALTURA - 1) begin
                                linha <= 0;
                                done <= 1;
                            end else begin
                                linha <= linha + 1;
                            end
                        end else begin
                            coluna <= coluna + 1;
                        end
                    end else begin
                        di <= di + 1;
                    end
                end else begin
                    dj <= dj + 1;
                end
            end else begin
                ram_wren <= 0;
            end
        end
    end
endmodule
$ cat design/flow/run.sh
#!/bin/bash
# OpenROAD 26Q1-2900-gdf79404cd8, Yosys 0.63+post, stock flow scripts
make -C /OpenROAD-flow-scripts/flow DESIGN_CONFIG=/design/flow/config.mk WORK_HOME=/design/flow/orfs finish
$ cat design/flow/config.mk
export PLATFORM = sky130hd
export DESIGN_NAME = zoom_nn
export DESIGN_NICKNAME = zoom_nn
export VERILOG_FILES = /design/flow/design.v
export SDC_FILE = /design/flow/constraint.sdc
export NUM_CORES = 4
export LEC_CHECK = 1
export CORE_UTILIZATION = 40
$ cat design/flow/constraint.sdc
current_design zoom_nn

set clk_period 8.7
set clk_io_pct 0.2

create_clock -name clk0 -period $clk_period [get_ports {clk}]

set non_clock_inputs [all_inputs -no_clocks]
set_input_delay [expr $clk_period * $clk_io_pct] -clock clk0 $non_clock_inputs
set_output_delay [expr $clk_period * $clk_io_pct] -clock clk0 [all_outputs]
==> results.txt <==
Main metrics from the flow reports.

The TritonCTS clock tree is built. The first global-routing pass estimated 36730 um of wire. Global routing finished with a remaining overflow of 0. The cell count after synthesis came out at 1104. The capture point of the critical path was reported as ram_wraddr[17].

The critical path's slowest stage uses the library cell sky130_fd_sc_hd__fa_1. The share of the core filled by cells before placement came out at 41.14%. The worst hold path belongs to the class register to register.

The proportion of layout cells with a drive suffix above 1 is 14.24%. The flow ran to the end, and the final reports show no timing, DRC or antenna violations. The fraction of synthesized cell area taken by the top area cell type came out at 26.36%.

After detailed routing, the number of remaining DRC violations is 0. The area figure in the yosys stat output came out at 0.01006 mm2. The number of flip-flops and latches in the synthesized netlist came out at 106. Clock tree synthesis selected as its root buffer the cell sky130_fd_sc_hd__clkbuf_16. The number of antenna violations at the first check in global routing came to 0. The number of iterations in the first detailed-routing pass came out at 4. The number of buffers between clock root and the deepest sink is 2. The clock period could shrink to 8.415 ns. The peak per-stage delay on the critical path came out at 0.53 ns. The number of synthesis warnings came out at 1. Static timing analysis puts the maximum clock frequency at 118.8 MHz. Setup repair after global routing left no endpoint under its margin. After detailed placement, the total cell area comes to 0.01169 mm2. The most frequent cell on the critical path is sky130_fd_sc_hd__fa_1. The final weighted congestion of routability-driven global placement came out at 0.8500. The total half-perimeter wirelength after legalization and detailed placement is 16470 um. Per the synth stats, the flop cell with the highest instance count is sky130_fd_sc_hd__dfrtp_1. The startpoint identified for the worst register-to-register timing path is linha[2]. In this run the horizontal extent of the chip is 160.6 um. The antenna cell count came out at 0.

The cell area after synthesis came out at 0.01006 mm2. Summed over all layers, the routed wires come to 20870 um. The mean instance size in the synthesized netlist is 9.115 um2.

The sink count of the clock tree is 106. The register-to-register path setup slack is 1.15 ns. The detailed-route via count is 7505.

The count of buffers inserted at the top-level ports is 60. The most critical setup path has its startpoint at fator[0]. The area growth from synthesis to layout is 21.22%.

The number of buffers created by CTS came out at 9. The OpenROAD report gives the critical path a data arrival time of 8.65 ns. After synthesis, the most frequently instantiated cells are sky130_fd_sc_hd__nand2_1, sky130_fd_sc_hd__inv_1, sky130_fd_sc_hd__dfrtp_1. The post-synthesis cell count from yosys is 1104.

The routed design shows a wire length per standard cell of 13.44 um. The capture instance of the worst register-to-register path is ram_wraddr[17]. The via count of the first global-routing pass is 7458.

The total global-route track usage is 18.16%. The number of levels the H-tree was split into is 3. Entering global routing, the biggest net connects 52 pins. The number of hold-slack violations in the final timing report is 0.

The number of synthesized flops with an enable pin came out at 0. The finished layout holds 1553 standard cells, fillers aside. The total placed cells including tap cells came out at 1531. The required time at the endpoint of the critical path is 8.93 ns. Per the OpenROAD floorplan log, the area of the core is 0.02446 mm2. The number of I/O pins is 61. The count of maximum capacitance violations is 0.

The die boundary height came out at 160.6 um. Looking at the max-slew report, the worst-margin pin has a slew of 0.7414 ns. The detailed router finished its first iteration with 270 violations. For reference, the final report shows the max-slew violation count at 0. Once layout is complete, the utilization of the core stands at 49.87%. The largest fanout on the critical path is 10.

The script logs the ratio of routed vias to standard cells as 4.833. The number of OpenROAD warnings is 27. The worst pin sits at a relative slew slack of 50.16%.

The final worst clock skew is 0.01377 ns. Sorting the synthesis cell report by count puts at the top sky130_fd_sc_hd__nand2_1. The main area contributors are sky130_fd_sc_hd__dfrtp_1, sky130_fd_sc_hd__fa_1, sky130_fd_sc_hd__ha_1, sky130_fd_sc_hd__nand2_1, sky130_fd_sc_hd__and2_1. The post-route worst setup slack came out at 0.2849 ns. For reference, the most critical setup path is categorized as input port to register. The number of setup violations in the final report came out at 0. Looking at area per cell type in the netlist, the leader is sky130_fd_sc_hd__dfrtp_1. The post-layout instance area came out at 0.01220 mm2. In the CTS report, the clock slew at the register clock pins of the worst setup and hold paths is listed as 0.08 ns. The final timing summary puts the cycle share of the worst path at 96.73%. The count of different cell masters after synthesis is 61.

After synthesis, the share of flip-flops with an asynchronous set or reset is 100.0%. The startpoint type of the worst setup path is an input port. The path depth of the worst reg2reg path came out at 29. The placement row count is 57. The registers reported with the highest flop counts are ram_wraddr: 19 flops, rom_addr: 19 flops.

The skew report gives the latency at the later pin of the worst-skew pair as 0.36 ns. The type of element capturing the critical path is a register. The tally of nets with antenna violations remaining after routing is 0. The worst setup timing slack at the placement stage came out at -0.7955 ns. The overall die area came out at 0.02580 mm2. The portion of the post-synthesis area used by sequential elements came out at 26.36%.
==> kinds of logic (layout without fill, tap and decap cells) <==
family	after synthesis	after routing	synth area share [%]
XOR/XNOR	85	85	7.808
buffers and inverters	176	301	6.826
multiplexers	3	3	0.3108
adder cells (fa/ha/maj)	186	186	29.32
flip-flops	106	106	26.36
AND/OR/NAND/NOR	400	400	20.25
AND-OR/OR-AND	148	148	9.126
==> critical path: cells and delay by family <==
kind / cells / cell delay (ns)
compound gates: 5 / 0.81
xor+xnor: 2 / 0.26
buf+inv: 7 / 0.46
fa+ha+maj: 11 / 4.60
simple gates: 5 / 0.78
==> stage by stage <==
stage,setup TNS [ns],hold WS (ns)
6_report,0,0.4418
5_1_grt,0,0.4615
2_1_floorplan,0,0.4143
3_5_place_dp,-4.378,0.4242
4_1_cts,0,0.4456
3_3_place_gp,-3.769,0.4164
==> layer usage <==
layer | wire length, um | track usage (%) | up-vias | share of wire, %
met1 | 10730 | 29.47 | 3574 | 51
met2 | 9406 | 28.43 | 81 | 45
li1 | - | - | 3839 | -
met4 | 165 | 1.212 | 0 | 0.79
met3 | 567 | 2.187 | 11 | 2.7
met5 | 0 | 0 | - | 0
==> worst min-delay path by stage <==
stage	start	end	slack [ns]	cells after the start
finish	rom_data_reg[1]	ram_data[1]	0.44	2
CTS	rom_data_reg[3]	ram_data[3]	0.45	2
global route	rom_data_reg[1]	ram_data[1]	0.46	2
==> what timing repair did <==
item | 4_1_cts | 5_1_grt
setup endpoints to repair | 6 | 6
buffers inserted | 6 | 2
resized | 21 | 36
pin swaps | 22 | 39
hold buffers | 0 | 0
==> layout make-up <==
cell class,count,area (um2)
flip-flops and latches,106,2653
well taps,324,405.4
clock buffers,10,239.0
clock inverters,6,71.32
multi-input cells,822,7067
fillers,2275,12260
repair buffers,142,1225
inverters,143,539.3
==> layout by cell type, fill, tap and decap left out, types with 6 or more instances in the layout <==
master and count:
sky130_fd_sc_hd__xnor2_2 6, sky130_fd_sc_hd__a21oi_1 21, sky130_fd_sc_hd__nand4_1 12, sky130_fd_sc_hd__nor4_1 7, sky130_fd_sc_hd__nor2_2 6, sky130_fd_sc_hd__or4_1 7
sky130_fd_sc_hd__inv_1 137, sky130_fd_sc_hd__nand3_1 22, sky130_fd_sc_hd__buf_4 81, sky130_fd_sc_hd__fa_1 82, sky130_fd_sc_hd__nor2b_1 6, sky130_fd_sc_hd__dfrtp_1 106
sky130_fd_sc_hd__a31oi_1 8, sky130_fd_sc_hd__clkbuf_16 9, sky130_fd_sc_hd__ha_4 10, sky130_fd_sc_hd__nor2_1 34, sky130_fd_sc_hd__xor2_1 25, sky130_fd_sc_hd__clkdlybuf4s50_1 56
sky130_fd_sc_hd__and2_1 80, sky130_fd_sc_hd__nor3_1 13, sky130_fd_sc_hd__o21ai_0 49, sky130_fd_sc_hd__and2_4 9, sky130_fd_sc_hd__nand2b_1 7, sky130_fd_sc_hd__nand2_1 161
sky130_fd_sc_hd__a21o_1 21, sky130_fd_sc_hd__ha_1 92, sky130_fd_sc_hd__xnor2_1 51
